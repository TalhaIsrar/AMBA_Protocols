$ cat ./config.mk
export PLATFORM = sky130hd
export DESIGN_NAME = ahb_to_apb_bridge
export DESIGN_NICKNAME = ahb_to_apb_bridge
export VERILOG_FILES = /design/flow/design.v
export SDC_FILE = /design/flow/constraint.sdc
export NUM_CORES = 4
export LEC_CHECK = 1
export CORE_UTILIZATION = 50
$ cat ./constraint.sdc
current_design ahb_to_apb_bridge

set clk_period 5.1
set clk_io_pct 0.2

create_clock -name clk0 -period $clk_period [get_ports {HCLK}]

set non_clock_inputs [all_inputs -no_clocks]
set_input_delay [expr $clk_period * $clk_io_pct] -clock clk0 $non_clock_inputs
set_output_delay [expr $clk_period * $clk_io_pct] -clock clk0 [all_outputs]
$ cat ./design.v
interface ahb_interface #(
    parameter ADDR_WIDTH = 32, DATA_WIDTH = 32
) (
    input logic HCLK, 
    input logic HRESETn
);
    logic                     HSEL;
    logic [ADDR_WIDTH-1:0]    HADDR;
    logic [1:0]               HTRANS;
    logic                     HWRITE;
    logic [DATA_WIDTH-1:0]    HWDATA;
    logic [DATA_WIDTH-1:0]    HRDATA;
    logic [1:0]               HRESP;
    logic                     HREADY_OUT;
    modport master (
        output HSEL, HADDR, HTRANS, HWRITE, HWDATA,
        input  HRDATA, HRESP, HREADY_OUT
    );
    modport slave (
        input  HSEL, HADDR, HTRANS, HWRITE, HWDATA,
        output HRDATA, HRESP, HREADY_OUT
    );
endinterface
interface apb_interface #(
    parameter ADDR_WIDTH = 32, DATA_WIDTH = 32
) (
    input logic PCLK,    
    input logic PRESETn
);
    logic [ADDR_WIDTH-1:0] PADDR;
    logic                  PSEL;
    logic                  PENABLE;
    logic                  PWRITE;
    logic [DATA_WIDTH-1:0] PWDATA;
    logic [DATA_WIDTH-1:0] PRDATA;
    modport master (
        output PADDR, PSEL, PENABLE, PWRITE, PWDATA,
        input  PRDATA
    );
    modport slave (
        input  PADDR, PSEL, PENABLE, PWRITE, PWDATA,
        output PRDATA
    );
endinterface
module ahb_to_apb_bridge #(
    parameter ADDR_WIDTH = 32,
    parameter DATA_WIDTH = 32
)(
    input logic                     HCLK,
    input logic                     HRESETn,     
    input logic                     HSEL,
    input logic  [ADDR_WIDTH - 1:0] HADDR,
    input logic  [1:0]              HTRANS,      
    input logic                     HWRITE,      
    input logic  [DATA_WIDTH - 1:0] HWDATA,
    output logic [DATA_WIDTH - 1:0] HRDATA,
    output logic [1:0]              HRESP,       
    output logic                    HREADY_OUT,
    input logic  [DATA_WIDTH - 1:0] PRDATA,
    output logic                    PSEL,        
    output logic                    PENABLE,
    output logic [ADDR_WIDTH - 1:0] PADDR,
    output logic                    PWRITE,
    output logic [DATA_WIDTH - 1:0] PWDATA
);
    logic valid;                             
    logic APBen;                             
    logic HwriteReg;                         
    logic HselReg;                           
    logic [ADDR_WIDTH - 1:0] PAddrReg;       
    logic [ADDR_WIDTH - 1:0] AddressReg;     
    logic [DATA_WIDTH - 1:0] DataReg;        
    logic HReadyReg;                         
    logic PenReg;                            
    logic PWriteReg;                         
    logic PenNext;                           
    logic PSelNext;                          
    logic PWriteNext;                        
    logic HReadyNext;                        
    typedef enum logic [2:0] {
        ST_IDLE     = 3'b000,
        ST_READ     = 3'b001,
        ST_RENABLE  = 3'b010,
        ST_WENABLE  = 3'b011,
        ST_WRITE    = 3'b100,
        ST_WWAIT    = 3'b101,
        ST_WRITEP   = 3'b110,
        ST_WENABLEP = 3'b111
    } bridge_states;
    bridge_states current_state, next_state;
    always_ff @(posedge HCLK or negedge HRESETn) begin
        if (!HRESETn) begin
            current_state <= ST_IDLE;
        end else begin
            current_state <= next_state;
        end 
    end
    always_comb begin : NEXT_STATE_LOGIC
        case (current_state) 
            ST_IDLE: 
                next_state = valid ? (HWRITE ? ST_WWAIT : ST_READ) : ST_IDLE;
            ST_READ: 
                next_state = ST_RENABLE;
            ST_RENABLE: 
                next_state = valid ? (HWRITE ? ST_WWAIT : ST_READ) : ST_IDLE; 
            ST_WENABLE:
                next_state = valid ? (HWRITE ? ST_WWAIT : ST_READ) : ST_IDLE;
            ST_WRITE:
                next_state = valid ? ST_WENABLEP : ST_WENABLE;
            ST_WWAIT:
                next_state = valid ? ST_WRITEP : ST_WRITE;
            ST_WRITEP:
                next_state = ST_WENABLEP;
            ST_WENABLEP:
                next_state = HwriteReg ? (valid ? ST_WRITEP : ST_WRITE) : ST_READ;
            default: next_state = ST_IDLE;
        endcase
    end
    always_comb begin
        APBen = next_state == ST_READ || next_state == ST_WRITE || next_state == ST_WRITEP;
        PenNext = next_state == ST_RENABLE || next_state == ST_WENABLE || next_state == ST_WENABLEP;
        PSelNext = next_state == ST_READ || next_state == ST_RENABLE || next_state == ST_WRITE ||
                   next_state == ST_WENABLE || next_state == ST_WENABLEP || next_state == ST_WRITEP;
        PWriteNext = next_state == ST_WRITE || next_state == ST_WRITEP;
        HReadyNext = !(next_state == ST_READ || next_state == ST_WRITEP || (next_state == ST_WENABLEP && !HWRITE));
    end
    always_ff @(posedge HCLK or negedge HRESETn) begin
        if (!HRESETn) begin
            HwriteReg  <= 0;
            HselReg    <= 0;
            AddressReg <= 0;
            HReadyReg  <= 1'b1;
            PWriteReg  <= 0;
            DataReg    <= 0;
            PenReg     <= 0;
        end else begin
            PAddrReg <= HADDR;
            if (APBen) begin
                PWriteReg  <= PWriteNext;
                HselReg    <= PSelNext;
                AddressReg <= HWRITE ? PAddrReg : HADDR;
            end
            HwriteReg  <= HWRITE;
            DataReg <= HWDATA;
            PenReg  <= PenNext;
            HReadyReg  <= HReadyNext;
        end
    end
    always_comb begin : OUTPUT_LOGIC
        PWDATA      = DataReg;        
        PENABLE     = PenReg;
        PSEL        = HselReg;
        PADDR       = AddressReg;
        PWRITE      = PWriteReg;
        HRESP       = 2'b00;        
        HRDATA      = PRDATA;
        HREADY_OUT  = HReadyReg;
    end
    always_comb begin : VALID
        valid = HSEL && HTRANS[1] && HREADY_OUT;
    end
endmodule
$ cat ./run.sh
#!/bin/bash
# OpenROAD 26Q1-2900-gdf79404cd8, Yosys 0.63+post, stock flow scripts
make -C /OpenROAD-flow-scripts/flow DESIGN_CONFIG=/design/flow/config.mk WORK_HOME=/design/flow/orfs finish
==> run notes <==
The following summarizes the physical implementation.

Flow run
The number of warnings in the stage logs is 27. The number of violations of the max-capacitance limit is 0.

Global routing
The via count of the first global-routing pass is ~2400. The total routing usage reported by global routing is 0.194. The number of antenna violations at the first check in global routing came to 0. The maximum number of pins on one net before global-route repair is 46. The first-pass GRT wire length is 12500 microns. The global route stage reports its total congestion overflow as 0.

Layout
The layout has approximately 560 filler cells. Per the final layout report, the fraction of cells sized above drive strength 1 comes to 0.258. In the final layout, flip-flops and latches occupy a little under 3000 sq um. The number of cells in the finished layout apart from fillers is 473. Summing all multi-input logic gate instances after layout gives 1110 sq um. The layout overhead on the synthesized area is 32.3%.

Worst setup path
The critical path is of the primary input to flop type. The startpoint type of the worst setup path is a primary input. The endpoint arrival time on the critical path is between 3 and 4 ns. Along the worst path, the maximum fanout reaches 21. For the worst setup path, the data required time is between 5 and 6 ns. The category of the worst setup path capture point is a flop.

Clock network
The tree built by TritonCTS fans out to 109 sinks. The later-pin clock latency in the skew report is 0.36 ns. The H-tree level count is 3. The number of clock buffers inserted by TritonCTS is 9. The clock tree root driver cell is sky130_fd_sc_hd__clkbuf_8. The post-cts sizing count is 0. The clock passes through at most 2 buffers.

In this run, post-CTS hold repair placed 0 buffers. On the reported timing paths, the clock transition at the registers reads 0.10 ns. TritonCTS built the clock tree.

The post-CTS setup buffer count is 0.

Detailed routing
For this run, the detailed router's first-pass iteration total came to 5. Antenna repair during routing inserted a diode count of 0. After the first detailed-routing iteration, the DRC count stood at approximately 100.

The post-detailed-route DRC marker count is 0. The overall routed net length is 7900 microns. The via-per-instance ratio is ~4.9. The routed layout has 2333 vias.

The average wire per standard cell is 16.7 microns. The tally of nets with antenna violations remaining after routing is 0.

STA
Summed over all failing endpoints, the final setup total negative slack is 0 ns. Setup repair after global routing left no endpoint under its margin. The worst relative slew slack is 0.525.

The final number of setup-violating endpoints is 0. The worst path needs about 3.0 ns of the cycle, external delays included. The pin closest to its max-slew limit shows a slew of roughly 0.70 ns. In the final run the clock tree shows a worst skew of roughly 0.011 ns. The final count of pins violating max slew is 0.

The maximum operating frequency is 338 MHz. For reference, the final report shows the hold violation count at 0. Of the available clock period, the critical path in the final layout requires 0.579. The most critical hold endpoint after final layout shows a slack of around 0.49 ns.

Synthesis
Of the synthesized area, sequential elements account for 0.666. Before any placement, the netlist area is recorded as 4340 sq um. The chip area line in the Yosys stat output reads 4340 sq um. The tally of unique sky130hd cells used after synthesis is 36. Among all flip-flop cells after synthesis, the most frequent one is sky130_fd_sc_hd__dfrtp_1. sky130_fd_sc_hd__dfrtp_1 takes more of the synthesized area than any other cell.

The yosys cell count is 253. For reference, the top cells by count after synthesis are sky130_fd_sc_hd__dfrtp_1 (75), sky130_fd_sc_hd__buf_4 (34), sky130_fd_sc_hd__mux2_2 (34), sky130_fd_sc_hd__edfxtp_1 (32), sky130_fd_sc_hd__mux2_4 (30). The number of cells produced by synthesis is 253. Each instance of the synthesized netlist takes up on average 17.1 sq um. The cell with the most instances after synthesis is sky130_fd_sc_hd__dfrtp_1. The synthesized design contains 32 enable-type register cells. Warnings reported by Yosys during synthesis add up to 1. The number of register bits inferred by synthesis is roughly 110. The synthesis report gives the async set-or-reset register share as 0.706. The main area contributors are sky130_fd_sc_hd__dfrtp_1 (43%), sky130_fd_sc_hd__edfxtp_1 (22%), sky130_fd_sc_hd__mux2_4 (10%).

The area share of the largest cell type after synthesis is 0.433.

Power
Per the OpenROAD power report, leakage power amounts to 2.35 nW. Power spread over the standard cell area amounts to roughly 400 nW/um^2. The switching power share of the total is 0.219.

Internal power comes to ~0.0018 W. The power share of the sequential group is 0.505. The relative contribution of the clock network to total power is 0.224.

The combinational share of power is 0.271. The power after layout is around 0.0023 W. The largest vdd supply drop is 0.239 mV. The net switching power in the latest report is ~0.00051 W.

Floorplanning
The chip width is 95.1 microns. The vertical die dimension reported for this design is 95.1 microns. 204 I/O pins were placed. In the floorplan report the effective utilization is 0.523. The area of the core region is 8300 sq um. The placement row count is 33. The chip occupies 9050 sq um.

Hold path
STA reports the tightest min-delay check as being of type flop to flop.

Placement
The placement report lists the number of port buffers as 136. The weighted congestion reported at the end of routability-driven placement is 0.861. The wire-length estimate of the detail-placed layout is 5400 microns. The placed instance count is 457.

Status
The flow ran to the end, and the final reports show no timing, DRC or antenna violations.
[worst max-delay path: stages]
cell and delay (ns):
sky130_fd_sc_hd__clkdlybuf4s50_1 0.48, sky130_fd_sc_hd__nand3_2 0.14, sky130_fd_sc_hd__nor2_2 0.23, sky130_fd_sc_hd__mux2i_4 0.66, sky130_fd_sc_hd__buf_12 0.29, sky130_fd_sc_hd__mux2_2 0.35
[final timing paths]
check                          start          endpoint  slack, ns  depth (start not counted)
max reg2reg                HReadyReg     AddressReg[0]       2.74                          5
min                        PWriteReg         PWriteReg       0.49                          1
max                             HSEL     AddressReg[0]       2.15                          6
min in group asynchronous    HRESETn  current_state[2]       0.62                          1
min reg2reg                PWriteReg         PWriteReg       0.49                          1
max in group asynchronous    HRESETn       DataReg[14]       3.51                          2
[power groups by stage]
| stage | logic (W) | registers (W) | clock network (W) |
|---|---|---|---|
| after global routing | 0.000683 | 0.00119 | 0.000581 |
| after CTS | 0.000640 | 0.00117 | 0.000539 |
| final | 0.000628 | 0.00117 | 0.000518 |
[final cells by class]
type / instances / share of cell area
Tap cell: 105 / 0.0229
Timing Repair Buffer: 140 / 0.243
Inverter: 2 / 0.00131
Clock inverter: 3 / 0.00436
Sequential cell: 109 / 0.504
Multi-Input combinational cell: 101 / 0.193
Clock buffer: 13 / 0.0314
[layer usage]
metal,global-route usage,routed length (microns),vias up
met3,0.0868,887,6
li1,-,-,1073
met4,0.0152,70,0
met2,0.262,3440,116
met1,0.330,3490,1138
met5,0,0,-
[flip-flops by register name (all words and copies together) (netlist names)]
| name | count |
|---|---|
| PAddrReg | 32 |
| current_state | 8 |
| PenReg | 1 |
| DataReg | 32 |
| AddressReg | 32 |
| HwriteReg | 1 |
| HReadyReg | 1 |
| PWriteReg | 1 |
| HselReg | 1 |
[layout by cell type, fill, tap and decap left out, types with 2 or more instances in the layout]
cell,n
sky130_fd_sc_hd__buf_4,4
sky130_fd_sc_hd__mux2_4,30
sky130_fd_sc_hd__a21o_1,3
sky130_fd_sc_hd__mux2_2,34
sky130_fd_sc_hd__clkdlybuf4s50_1,134
sky130_fd_sc_hd__clkbuf_8,11
sky130_fd_sc_hd__nor2_1,7
sky130_fd_sc_hd__dfrtp_1,75
sky130_fd_sc_hd__o21ai_0,2
sky130_fd_sc_hd__nand2b_1,2
sky130_fd_sc_hd__conb_1,2
sky130_fd_sc_hd__dfstp_2,2
sky130_fd_sc_hd__inv_1,2
sky130_fd_sc_hd__edfxtp_1,32
[cells by family after synthesis]
family                 after synthesis  synth area share
AOI/OAI and AO/OA                   12            0.0219
buffers and inverters               44            0.0791
DFF                                109             0.666
muxes                               66             0.200
other                                1          0.000865
and+or+nand+nor                     21            0.0320
[through the flow]
step                       util  setup WS [ns]  cell area [sq um]
after floorplan               -           2.78               4340
after global placement    0.667           1.79               5530
after detailed placement  0.667           1.77               5530
after CTS                 0.691           2.15               5740
after global routing      0.691           2.03               5740
final                     0.691           2.15               5740
No activity file was given, so power comes from the tool's default toggle rates.
