## ./design.v

```verilog
interface ahb_interface #(
    parameter ADDR_WIDTH = 32, DATA_WIDTH = 32
) (
    input logic HCLK, 
    input logic HRESETn
);
    logic                     HSEL;
    logic [ADDR_WIDTH-1:0]    HADDR;
    logic [1:0]               HTRANS;
    logic                     HWRITE;
    logic [DATA_WIDTH-1:0]    HWDATA;
    logic [DATA_WIDTH-1:0]    HRDATA;
    logic [1:0]               HRESP;
    logic                     HREADY_OUT;
    modport master (
        output HSEL, HADDR, HTRANS, HWRITE, HWDATA,
        input  HRDATA, HRESP, HREADY_OUT
    );
    modport slave (
        input  HSEL, HADDR, HTRANS, HWRITE, HWDATA,
        output HRDATA, HRESP, HREADY_OUT
    );
endinterface
interface apb_interface #(
    parameter ADDR_WIDTH = 32, DATA_WIDTH = 32
) (
    input logic PCLK,    
    input logic PRESETn
);
    logic [ADDR_WIDTH-1:0] PADDR;
    logic                  PSEL;
    logic                  PENABLE;
    logic                  PWRITE;
    logic [DATA_WIDTH-1:0] PWDATA;
    logic [DATA_WIDTH-1:0] PRDATA;
    modport master (
        output PADDR, PSEL, PENABLE, PWRITE, PWDATA,
        input  PRDATA
    );
    modport slave (
        input  PADDR, PSEL, PENABLE, PWRITE, PWDATA,
        output PRDATA
    );
endinterface
module apb_mem #(
  parameter ADDR_WIDTH = 8,        
  parameter DATA_WIDTH = 32
)(
  input  logic                  PCLK,
  input  logic                  PRESETn,
  input  logic [ADDR_WIDTH-1:0] PADDR,
  input  logic [DATA_WIDTH-1:0] PWDATA,
  input  logic                  PWRITE,
  input  logic                  PSEL,
  input  logic                  PENABLE,
  output logic [DATA_WIDTH-1:0] PRDATA
);
  logic [DATA_WIDTH-1:0] mem [0:(1<<ADDR_WIDTH)/4 - 1];
  always_ff @(posedge PCLK or negedge PRESETn) begin
    if (!PRESETn) begin
      PRDATA <= '0;
    end else if (PSEL && PENABLE) begin
      if (PWRITE)
        mem[PADDR[ADDR_WIDTH-1:2]] <= PWDATA;    
      else
        PRDATA <= mem[PADDR[ADDR_WIDTH-1:2]];    
    end
  end
endmodule
```

## ./run.sh

```bash
#!/bin/bash
# OpenROAD 26Q1-2900-gdf79404cd8, Yosys 0.63+post, stock flow scripts
make -C /OpenROAD-flow-scripts/flow DESIGN_CONFIG=/design/flow/config.mk WORK_HOME=/design/flow/orfs finish
```

## ./config.mk

```make
export PLATFORM = sky130hd
export DESIGN_NAME = apb_mem
export DESIGN_NICKNAME = apb_mem
export VERILOG_FILES = /design/flow/design.v
export SDC_FILE = /design/flow/constraint.sdc
export NUM_CORES = 4
export LEC_CHECK = 1
export CORE_UTILIZATION = 50
```

## ./constraint.sdc

```tcl
current_design apb_mem

set clk_period 2.9
set clk_io_pct 0.2

create_clock -name clk0 -period $clk_period [get_ports {PCLK}]

set non_clock_inputs [all_inputs -no_clocks]
set_input_delay [expr $clk_period * $clk_io_pct] -clock clk0 $non_clock_inputs
set_output_delay [expr $clk_period * $clk_io_pct] -clock clk0 [all_outputs]
```

==> impl_metrics.json <==
{
  "layout.cells.most_common": "edfxtp_1",
  "finalSetupViolations": 5,
  "critical_path_class": "input port to flop",
  "detail_route.first_pass.iterations": 8,
  "cap_violations": 0,
  "synth_flop_count": 2080,
  "htree_num_levels": 4,
  "regToRegSetupSlack_ns": 0.63,
  "layout-drive-gt1-share": 0.260,
  "post_cts_hold_buffer_count": 0,
  "crit-reg2reg-launch": "mem[32][12]",
  "post-dp-hpwl_um": 222000,
  "clock_skew_ns": 0.0520,
  "global_route_wire_length_before_repair_um": 439000,
  "layout_min_cycle_time_ns": 2.94,
  "die_x_um": 393,
  "clock_latency_ns": 0.84,
  "max_freq_mhz": 340,
  "routabilityCongestion": 1.05,
  "post_drt_wl_per_cell_um": 45.7,
  "synth_sequential_area_ratio": 0.816,
  "yosysWarnings": 2,
  "warnings": 29,
  "critical_path_peak_fanout": 12,
  "enable_flop_cells": 2048,
  "vias": 49600,
  "initial_core_utilization": 0.506,
  "p_leak_uw": 0.0319,
  "vdd.ir_drop.worst_uv": 612,
  "grt-ovfl-total": 0,
  "worstHoldStart": "PWDATA[12]",
  "netlist.top_cell.by_area": "edfxtp_1",
  "crit_top_cell": "buf_4",
  "layout.cells.most_common_list": "2048 x edfxtp_1, 739 x a22oi_1, 578 x buf_4",
  "pin_slew_with_the_least_headroom_to_its_limit_ns": 0.950,
  "min_period_over_period": 1.01,
  "fillers": 10400,
  "final_hold_viol_count": 0,
  "vias_in_the_first_global_route": 51200,
  "floorplan_core_area_um2": 151000,
  "clk_pin_slew_worst_paths_ns": 0.06,
  "viasPerCell": 6.83,
  "die.size.y_um": 393,
  "crit_family": "simple AND/OR/NAND/NOR gates",
  "clk_sink_count": 2080,
  "run_status": "finished with violations",
  "synth_chip_area_um2": 76300,
  "timing.critical_path.to_type": "flop",
  "wl_um": 332000,
  "critPathMaxStageDelay_ns": 0.54,
  "final_cell_count_no_fill": 7269,
  "globalRouteTotalUtil": 0.494,
  "route.detailed.drc": 0,
  "area_growth_syn_to_layout_pct": 25.3,
  "antenna_violations_before_repair": 17,
  "crit_path_start_kind": "input port",
  "cell_depth_of_the_worst_min_delay_path": 1,
  "post_synth_main_area_contributors": "edfxtp_1 81%, a22oi_1 7.3%, and3_1 1.6%",
  "clock_tree_root": "clkbuf_16",
  "synthesis.instances": 4193,
  "drt_iter0_markers": 4283,
  "tritoncts_buffer_count": 206,
  "slowest_cell_on_the_critical_path": "clkdlybuf4s50_1",
  "postSynthAreaPerCell_um2": 18.2,
  "worst_hold_path.endpoint": "mem[39][12]",
  "asyncSetResetFlopFracSynth": 0.0154,
  "timing.critical_path.cells": "clkdlybuf4s50_1, buf_12, and4bb_2, and2_2, buf_4, a22oi_1, nand4_1, nor4_1, buf_4, a21oi_1",
  "timing.reg2reg.worst_path_depth": 6,
  "max-slew-margin-rel": 0.367,
  "ys_types": 69,
  "place.port_buffers": 74,
  "floorplan.rows": 142,
  "netlist_area_um2": 76300,
  "critical_path_arrival_ns": 3.62,
  "hold_path_class": "input port to flop",
  "max-clock-path-buffers": 3,
  "ant_nets": 0,
  "post-place-cells": 6871,
  "failing_checks": "setup timing",
  "clock_tree_from_tritoncts": "built",
  "num_io_pins": 77,
  "yosys.area.top_type_share": 0.806,
  "cp_data_required_time_ns": 3.58,
  "grt_max_degree": 65,
  "fin_ws_ns": -0.0376,
  "synthFlopType": "edfxtp_1",
  "ys_cells": 4193,
  "design.die.area_um2": 154000,
  "cp.buffers_inverters": 4,
  "report.final.slew_viol_count": 0,
  "r2r-end": "PRDATA[12]",
  "timing.setup.tns_ns": -0.115,
  "power.density_cell_area_nw_per_um2": 645
}
layer usage:
| layer | share of wire | vias up | GRT usage | routed length [um] |
|---|---|---|---|---|
| met2 | 0.43 | 4868 | 0.632 | 142000 |
| met1 | 0.28 | 24100 | 0.547 | 91500 |
| met5 | 0.0070 | - | 0.117 | 2320 |
| li1 | - | 19400 | - | - |
| met4 | 0.077 | 78 | 0.280 | 25600 |
| met3 | 0.21 | 1199 | 0.441 | 71000 |
through the flow:
step                      total power (uW)  area (um2)  hold slack [ns]   util  setup slack [ns]
after CTS                            61600       95400            0.139  0.633           0.00880
final                                61600       95600            0.171  0.635           -0.0376
after global routing                 62900       95600            0.149  0.634           -0.0227
after detailed placement             36500       88900            0.507  0.590             -1.32
after floorplan                      34500       76500            0.284      -            -0.517
after global placement               36500       88900            0.494  0.590             -1.36
layout make-up:
cell class                 instances  area, um2  share of cell area
multi-input combinational       1839      13700               0.143
sequential                      2080      62300               0.652
timing repair buffer             939      10600               0.111
antenna                           15       37.5            0.000393
tap                             2016       2520              0.0264
clock inverter                   109        895             0.00936
clock buffer                     271       5530              0.0579
repair_timing:
| item | CTS | global route |
|---|---|---|
| pin swaps | 0 | 5 |
| buffers inserted | 0 | 3 |
| gates resized | 20 | 29 |
| endpoints found under the hold margin | 0 | 0 |
| setup endpoints to repair | 13 | 18 |
logic make-up after synthesis:
family,share of synthesized area
buf+inv,0.0170
mux,0.00298
compound gates,0.105
flops,0.816
simple gates,0.0585
report_power, final:
group	internal (uW)	switching, uW
clock network	14400	11300
logic	927	1700
registers	33100	198
synthesized netlist by cell type, types with 10 or more instances:
cell type  count
a2111oi_0     56
nand3_1      121
nor4_1        56
and3_1       191
edfxtp_1    2048
and4_1        18
o21ai_0       10
buf_6         10
a21oi_1       59
o22ai_1       43
a22oi_1      741
a2bb2oi_1     26
nand2_1       60
dfrtp_1       32
nor3_1        20
a222oi_1      13
mux2i_1       16
o22a_1        16
clkbuf_1     118
buf_2        129
o211ai_1      15
and2_1        31
nor2_1        80
a22o_1        49
nand4_1      119
state kept, by name, indices dropped and copies added (netlist names):
signal  count
PRDATA     32
mem      2048
worst reg2reg max path, stage by stage, from the launching register on:
cell       delay, ns
edfxtp_1        0.50
and3_1          0.23
a2111oi_1       0.77
nand3_1         0.13
nor4_1          0.29
buf_4           0.18
a21oi_1         0.06
how the worst max path moves through the flow:
stage,start,to,slack (ns),cells after the start
6_report,PADDR[5],PRDATA[0],-0.04,10
5_1_grt,PADDR[3],PRDATA[26],-0.02,10
4_1_cts,PADDR[5],PRDATA[3],0.009,14
Power is estimated from default activity; no workload was simulated.
